[flow/config.mk]
export PLATFORM = sky130hd
export DESIGN_NAME = hex7seg
export DESIGN_NICKNAME = hex7seg
export VERILOG_FILES = /design/flow/design.v
export SDC_FILE = /design/flow/constraint.sdc
export NUM_CORES = 4
export LEC_CHECK = 1
export CORE_AREA = 10 10 70 70
export DIE_AREA = 0 0 80 80
[flow/constraint.sdc]
current_design hex7seg

set clk_period 1.5
set clk_io_pct 0.2

create_clock -name clk0 -period $clk_period

set non_clock_inputs [all_inputs -no_clocks]
set_input_delay [expr $clk_period * $clk_io_pct] -clock clk0 $non_clock_inputs
set_output_delay [expr $clk_period * $clk_io_pct] -clock clk0 [all_outputs]
[flow/design.v]
module hex7seg(input logic  [3:0] a,
	       output logic [6:0] y);
   always_comb
	case(a)
      4'd0:		y = 7'b100_0000;
		4'd1:		y = 7'b111_1001;
		4'd2:		y = 7'b010_0100;
		4'd3:		y = 7'b011_0000;
		4'd4:		y = 7'b001_1001;
		4'd5:		y = 7'b001_0010;
		4'd6:		y = 7'b000_0010;
		4'd7:		y = 7'b111_1000;
		4'd8:		y = 7'b000_0000;
		4'd9:		y = 7'b001_0000;
		4'd10:	y = 7'b000_1000;
		4'd11:	y = 7'b000_0011;
		4'd12:	y = 7'b1000110;
		4'd13:	y = 7'b010_0001;
		4'd14:	y = 7'b000_0110;
		default:	y = 7'b000_1110;
	endcase
endmodule
[flow/run.sh]
#!/bin/bash
# OpenROAD 26Q1-2900-gdf79404cd8, Yosys 0.63+post, stock flow scripts
make -C /OpenROAD-flow-scripts/flow DESIGN_CONFIG=/design/flow/config.mk WORK_HOME=/design/flow/orfs finish
==> results_dict.tcl <==
# yosys + openroad results
set metrics [dict create \
    status "finished with violations" \
    violations "setup timing" \
    ys_warn_count 1 \
    syn2layout_area_growth_pct 119 \
    crit_type "input port to output pin" \
    layout_setup_ws_ps -118 \
    fp_util_pct 8.06 \
    place_congestion 0.757 \
    grt_max_degree 7 \
    fin_crit_sh_pct 108 \
    worstMarginPinSlew_ps 148 \
    fp-row-count 21 \
    drv_slew 0 \
    ant_nets 0 \
    peakVddDrop_mv 0.0281 \
    wl_microns 896 \
    seq_area_sq_um 0 \
    ys_area_sq_um 275 \
    grt_pass1_wl_microns 1470 \
    period_needed_ps 1620 \
    ioPinCount 11 \
    hold_path.class "input port to output pin" \
    layout-drive-gt1-share_pct 66.0 \
    post-dp-hpwl_microns 610 \
    ys_types 15 \
    synth_area_sq_um 275 \
    ys_seq_share_pct 0 \
    post-place-ws_ps -1020 \
    fmaxAchievable_mhz 618 \
    largest_area_cell "ha_1" \
    wire_per_inst_microns 9.05 \
    startpoint_type "input port" \
    worstPathArrival_ps 1320 \
    drt_iter0_markers 3 \
    remaining_drc_errors 0 \
    maxCapViolCount 0 \
    synth.top_cell.area_share_pct 31.8 \
    die_width_microns 80 \
    min_path_cells 4 \
    hold_start "a[0]" \
    clock_buffers 0 \
    vias 314 \
    avgViaCountPerCell 3.17 \
    top_cells_by_area "ha_1 (32%), mux2i_1 (15%), mux4_1 (9.5%)" \
    p_leak_nw 0.269 \
    overflow 0 \
    setup_violations 3 \
    coreArea_sq_um 3420 \
    finalHoldViolations 0 \
    avgSynthCellArea_sq_um 8.60 \
    flops 0 \
    top_cells_by_count "ha_1 (7), nor2_1 (5), mux2i_1 (4)" \
    grt_pass1_vias 316 \
    finalPower_uw 142 \
    rsz0062_at_grt "yes" \
    critical_path_required_ps 1200 \
    hold_end "y[1]" \
    warnings 40 \
    crit_path_max_fanout 4 \
    critPathCaptureType "output pin" \
    port_buffers 11 \
    timing.slew.headroom_pct 89.9 \
    synthMostInstantiatedCell "ha_1" \
    die_y_microns 80 \
    synthCells 32 \
    track_usage_pct 2.66 \
    fin_area_sq_um 603 \
    cellPowerDensity_nw_per_um2 235 \
    chipArea_sq_um 6400 \
    antenna_found_initial 0 \
    antenna-diode-count 0 \
    ys_cells 32 \
    placed_area_sq_um 502 \
    drt-pass1-iter-count 2 \
]
==> how the worst max path moves through the flow <==
stage / endpoint / cells past startpoint / startpoint
finish: y[0] / 7 / a[1]
global route: y[0] / 7 / a[1]
CTS: y[0] / 7 / a[1]
==> per-layer routing <==
layer / track usage (%) / routed length (microns) / vias up
li1: - / - / 160
met1: 3.18 / 403 / 148
met2: 5.06 / 445 / 6
met3: 0.455 / 48 / 0
met4: 0 / 0 / 0
met5: 0 / 0 / -
==> logic make-up after synthesis <==
group / count (synthesis) / synth area share [%]
and+or+nand+nor: 8 / 14.5
adders and majority gates: 7 / 31.8
AOI/OAI and AO/OA: 6 / 15.5
muxes: 6 / 28.2
buffers and inverters: 5 / 10.0
==> stage by stage <==
stage	setup TNS [ps]	cells	hold slack, ps	util [%]
3_5_place_dp	-5760	97	1670	14.7
3_3_place_gp	-5720	97	1670	14.7
2_1_floorplan	0	32	700	-
5_1_grt	-498	99	1100	17.7
4_1_cts	-411	99	1090	17.4
6_report	-308	99	1060	17.7
==> final cells by class <==
type	count	area, sq um
multi-input cells	27	319
repair buffers	23	200
inverters	3	26.3
fillers	375	2810
well taps	46	57.6
==> placed cells by master, fill, tap and decap left out, drive strengths merged <==
| cell | n |
|---|---|
| a22o | 2 |
| clkbuf | 1 |
| and2b | 1 |
| nand2 | 1 |
| clkdlybuf4s15 | 2 |
| inv | 3 |
| mux2i | 4 |
| a21oi | 1 |
| o21ai | 2 |
| or3b | 1 |
| dlygate4sd2 | 1 |
| mux2 | 1 |
| mux4 | 1 |
| a32o | 1 |
| buf | 19 |
| nor2 | 5 |
| ha | 7 |
==> where the power goes <==
part / internal [mW] / leakage [nW] / switching (mW) / total [mW]
Sequential: 0 / 0 / 0 / 0
Combinational: 0.0843 / 0.269 / 0.0573 / 0.142
Clock: 0 / 0 / 0 / 0
Total: 0.0843 / 0.269 / 0.0573 / 0.142
==> worst max-delay path, cell delays in order <==
cell,delay (ps)
buf_8,110
inv_8,60
ha_4,130
and2b_2,210
or3b_1,340
o21ai_1,70
buf_2,110
==> what timing repair did <==
| item | in CTS | in global routing |
|---|---|---|
| buffers inserted | 2 | 0 |
| hold buffers | 0 | 0 |
| pin swaps | 4 | 2 |
| resized | 58 | 9 |
| setup endpoints to repair | 7 | 6 |
| cloned | 1 | 0 |
Power is estimated from default activity; no workload was simulated.
