### flow/design.v
module collatz( input logic         clk,    
		input logic 	    go,     
		input logic  [31:0] n,      
		output logic [31:0] dout,   
		output logic 	    done);  
   always_ff @(posedge clk) begin
      if (go == 1) begin
         dout <= n;
         done <= 0;
      end else if (done == 1) begin
         dout <= dout;
         done <= done;
      end else if (dout == 1) begin
         dout <= dout;
         done <= done;
      end else if (dout[0] == 0) begin
         dout <= dout / 2;
         if (dout / 2 == 1)
            done <= 1;
      end else begin
         dout <= dout * 3 + 1;
         if (dout * 3 + 1 == 1)
            done <= 1;
      end
   end
endmodule
module lab1( input logic        CLOCK_50,   
	     input logic [3:0] 	KEY,  
	     input logic [9:0] 	SW,  
	     output logic [6:0] HEX0, HEX1, HEX2, HEX3, HEX4, HEX5,
	     output logic [9:0] LEDR  
	     );
   logic 			clk, go, done;   
   logic [31:0] 		start;
   logic [15:0] 		count;
   logic [11:0] 		n;
   assign clk = CLOCK_50;
   range #(256, 8)  
         r ( .* );  
   assign HEX0 = {KEY[2:0], KEY[3:0]};
   assign HEX1 = SW[6:0];
   assign HEX2 = {(n == 12'b0), (count == 16'b0) ^ KEY[1],
		  go, done ^ KEY[0], SW[9:7]};
   assign HEX3 = HEX0;
   assign HEX4 = HEX1;
   assign HEX5 = HEX2;
   assign LEDR = SW;
   assign go = KEY[0];
   assign start = {SW[1:0], SW, SW, SW};
   assign n = {SW[1:0], SW};
endmodule
module range
   #(parameter
     RAM_WORDS = 16,             
     RAM_ADDR_BITS = 4)          
   (input logic         clk,     
    input logic 	go,      
    input logic [31:0] 	start,   
    output logic 	done,    
    output logic [15:0] count);  
   logic 		cgo;     
   logic                cdone;   
   logic [31:0] 	n;       
   collatz c1(.clk(clk),
	      .go(cgo),
	      .n(n),
	      .done(cdone),
	      .dout());
   logic [RAM_ADDR_BITS - 1:0] 	 num;          
   logic 			 we;                        
   logic [15:0] 		 din;                    
   logic [15:0] 		 mem[RAM_WORDS - 1:0];   
   logic running;
   logic starting;
   logic counting;
   logic writing;
   logic advancing;
   logic [31:0] index;
   logic wait_cycle;  
   logic [31:0] base;   
   assign n = base + index;  
   logic [RAM_ADDR_BITS - 1:0] 	 addr;    
   assign addr = start[RAM_ADDR_BITS-1:0];
   always_ff @(posedge clk) begin
      cgo <= 0;
      done <= 0;
      we <= 0;
      if (running == 0) begin
         if (go == 1) begin
            running <= 1;
            starting <= 1;
            counting <= 0;
            writing <= 0;
            advancing <= 0;
            wait_cycle <= 0;    
            base <= start;
            index <= 0;
            num <= 0;
         end
      end else if (starting == 1) begin
         starting <= 0;
         wait_cycle <= 1;
         cgo <= 1;      
         din <= 1;
      end else if (wait_cycle == 1) begin
         wait_cycle <= 0;
         counting <= 1;
      end else if (counting == 1) begin
         if (cdone == 0) begin
            din <= din + 1;
         end else begin
            counting <= 0;
            writing <= 1;
         end
      end else if (writing == 1) begin
         we <= 1;
         writing <= 0;
         advancing <= 1;
      end else if (advancing == 1) begin
         if (index == RAM_WORDS - 1) begin
            advancing <= 0;
            running <= 0;
            done <= 1;
         end else begin
            advancing <= 0;
            starting <= 1;
            index <= index + 1;
            num <= num + 1;
            din <= 0;   
         end
      end 
   end
   always_ff @(posedge clk) begin
   if (we) mem[num] <= din;   
   count <= mem[addr];       
   end
endmodule
### flow/config.mk
export PLATFORM = sky130hd
export DESIGN_NAME = lab1
export DESIGN_NICKNAME = lab1
export VERILOG_FILES = /design/flow/design.v
export SDC_FILE = /design/flow/constraint.sdc
export NUM_CORES = 4
export LEC_CHECK = 1
export CORE_UTILIZATION = 50
### flow/constraint.sdc
current_design lab1

set clk_period 24.9
set clk_io_pct 0.2

create_clock -name clk0 -period $clk_period [get_ports {CLOCK_50}]

set non_clock_inputs [all_inputs -no_clocks]
set_input_delay [expr $clk_period * $clk_io_pct] -clock clk0 $non_clock_inputs
set_output_delay [expr $clk_period * $clk_io_pct] -clock clk0 [all_outputs]
### flow/run.sh
#!/bin/bash
# OpenROAD 26Q1-2900-gdf79404cd8, Yosys 0.63+post, stock flow scripts
make -C /OpenROAD-flow-scripts/flow DESIGN_CONFIG=/design/flow/config.mk WORK_HOME=/design/flow/orfs finish
==> metrics.log <==
[flow] final metrics
[metrics] post-synth tally of flip-flops with integrated enable: between 4000 and 5000
[metrics] data arrival time of the critical path: about 7.2 ns
[metrics] CP startpoint: SW[7]
[metrics] top logic cells by instance count in the layout: edfxtp_1, mux4_2, buf_4
[metrics] count of synthesis-stage warnings from yosys: 2
[metrics] setup clock skew after layout: 0.0848 ns
[metrics] root cell of the clock tree: clkbuf_16
[metrics] antenna violations before repair: 24
[metrics] dominant logic cell type in the layout: edfxtp_1
[metrics] path class of the lowest-slack min-delay path: flop to flop
[metrics] relative max-transition margin: between 30% and 40%
[metrics] number of buffer cells added on primary ports: about 58
[metrics] number of gates resized after cts: 0
[metrics] effective utilization at floorplan: 50.2%
[metrics] biggest fanout along the worst timing path: 21
[metrics] fraction of met3 tracks used by global routing: between 20% and 30%
[metrics] Core Rows: 211
[metrics] Core Region: between 300000 and 400000 um2
[metrics] YS chip area: 166000 um2
[metrics] highest ir drop seen on vdd: a little under 0.07 mV
[metrics] number of remaining DRC errors: 0
[metrics] first-iteration detailed-routing DRC count: around 5100
[metrics] synthesis-to-finish area growth: 13.4%
[metrics] die span in x: slightly below 600 um
[metrics] via/cell ratio: a little over 6
[metrics] shortest period the worst path allows: ~12 ns
[metrics] start point of the worst hold path: r.advancing
[metrics] number of global-route vias before repair: about 85000
[metrics] Worst setup EP type: primary output
[metrics] Clock Sinks: about 4200
[metrics] Post-synth seq share: about three quarters
[metrics] worst reg2reg startpoint: r.c1.dout[0]
[metrics] number of maximum-capacitance violations: 0
[metrics] number of buffers on the longest clock path: 4
[metrics] primary flip-flop cell chosen by synthesis mapping: edfxtp_1
[metrics] maximum number of pins on one net before global-route repair: around 140
[metrics] synthesized cell area: 166000 um2
[metrics] vertical die dimension: just under 600 um
[metrics] drt total wl: roughly 420000 um
[metrics] part of the cycle the worst path needs: between 40 and 50%
[metrics] number of setup violations in the final report: 0
[metrics] io pins: 67
[metrics] yosys stat cell total: a little over 7000
[metrics] first-pass GRT wire length: 600000 um
[metrics] endpoint required time on the critical path: roughly 20 ns
[metrics] GRT overflow: 0
[metrics] number of vias in the routed layout: 76800
[metrics] hold buffers post-CTS: 0
[metrics] H-Tree Level Count: 5
[metrics] Setup Fix Bufs, Post-CTS: 0
[metrics] Max Fclk: between 80 and 90 MHz
[metrics] overall chip area: about 330000 um2
[metrics] post-route setup TNS: 0 ns
[metrics] number of nets still failing antenna checks after routing: 0
[metrics] global-route layer with the greatest usage: met2
[metrics] HPWL Detailed: 245000 um
[metrics] startpoint class of the critical path: input pin
[metrics] clock tree from TritonCTS: done
[metrics] met2 usage in global routing: between 40% and 50%
[metrics] total power consumption of the routed design: about 18000 uW
[metrics] unrepaired setup endpoints after global routing: no
[metrics] power density of the placed cells: between 90 and 100 nW/um2
[metrics] met1 Resource Use GR: around 36%
[metrics] final slew viol count: 0
[metrics] reg-to-reg slack, setup: slightly above 20 ns
[metrics] final estimated routing congestion in global placement: roughly 0.90
[metrics] FFs w/ async S/R, synth: 0%
[metrics] static power due to leakage: 0.0592 uW
[metrics] share of cells above drive strength 1: between 30% and 40%
[metrics] result of the run: complete, no violations
[metrics] number of synthesized register bits: 4220
[metrics] number of hold violations in the final report: 0
[metrics] syn avg cell area: around 23 um2
[metrics] transition at the pin with the smallest max-transition slack: ~0.95 ns
[metrics] number of buffers inserted during clock tree synthesis: between 400 and 500
[metrics] Clock transition at path regs: 0.06 ns
[metrics] overall track demand over capacity in global routing: 29.1%
[metrics] number of cells produced by synthesis: between 7000 and 8000
[metrics] critical path class: input pin to primary output
[metrics] number of optimization iterations in the first detailed-route pass: 5
[metrics] latest clock arrival within the worst-skew pair: 0.99 ns
[metrics] OpenROAD warning count: about 50
[metrics] routed wire length per instance: roughly 33 um
[metrics] synth unique cells: 63
## per-stage QoR
step                      setup slack (ns)  utilization [%]  cells  instance area [um2]  hold slack, ns
after global placement               12.68             52.7  11700               174000           0.575
after detailed placement             12.72             52.7  11700               174000           0.582
after CTS                            12.72             57.0  12500               188000           0.600
after global routing                 12.64             57.0  12500               188000           0.630
after floorplan                      13.32                -   7216               166000           0.467
final                                12.74             57.0  12500               188000           0.594
## synthesized netlist by cell type, drive strengths merged (18+ instances only)
master,instances,area (um2)
mux4,1358,30600
nand3,56,280
and3,18,113
nor3,28,140
o21ai,53,265
buf,193,1010
mux2i,19,190
xnor2,37,324
nor2,363,1360
clkbuf,235,882
nand4,32,200
a21o,27,203
xor2,52,455
a21oi,88,440
ha,85,1060
edfxtp,4199,126000
inv,57,214
dfxtp,21,420
nand2,98,368
## sequential cells by signal (all words and copies together) (netlist names)
signal,flops
r.base,10
r.index,32
r.c1.done,1
r.din,16
r.we,1
r.c1.dout,32
r.counting,1
r.writing,1
r.wait_cycle,1
r.starting,1
r.mem,4096
r.running,1
r.cgo,1
r.advancing,1
r.done,1
r.num,8
r.count,16
## worst max-delay path: stages
cell and delay (ns):
clkdlybuf4s50_1 0.42, buf_4 0.29, or4_1 0.47, nor4_1 0.45
clkdlybuf4s50_1 0.56
## path summary, 6_finish.rpt
kind / end / depth (start not counted)
worst min register to register: r.done / 1
worst max register to register: r.c1.done / 12
worst max-delay path: HEX5[6] / 5
worst min-delay path: r.done / 1
## per-layer routing
metal	part of all wire, %	up-vias	wire (um)
li1	-	31800	-
met1	30	38800	123000
met2	47	5502	195000
met3	20	670	84800
met4	2.9	38	12200
met5	0.24	-	987
## report_power, final
group / internal (uW) / switching (uW)
clock network: 3680 / 2700
registers: 8940 / 83.9
logic: 685 / 1980
## kinds of logic (layout without fill, tap and decap cells)
logic type      count (synthesis)  in the layout  share of synthesized area, %
simple gates                  696            696                          1.88
compound gates                260            260                         0.987
other cells                     0              9                             0
xor+xnor                       89             89                         0.469
flops                        4220           4220                          76.2
fa+ha+maj                      87             87                         0.665
mux                          1379           1379                          18.5
buf+inv                       485           1376                          1.27
## area by class of cell
cell class	count	area, um2
tap	4366	5460
clock buffer	527	11300
fill	23400	142000
sequential	4220	127000
multi-input combinational	2511	37900
antenna	9	22.5
clock inverter	271	2730
timing repair buffer	521	4160
inverter	57	214
No activity file was given, so power comes from the tool's default toggle rates.
